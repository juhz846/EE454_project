===== ./config.mk =====
export PLATFORM = sky130hd
export DESIGN_NAME = rs232
export DESIGN_NICKNAME = rs232
export VERILOG_FILES = /design/flow/design.v
export SDC_FILE = /design/flow/constraint.sdc
export NUM_CORES = 4
export LEC_CHECK = 1
export CORE_UTILIZATION = 40

===== ./constraint.sdc =====
current_design rs232

set clk_period 4.5
set clk_io_pct 0.2

create_clock -name clk0 -period $clk_period [get_ports {clk}]

set non_clock_inputs [all_inputs -no_clocks]
set_input_delay [expr $clk_period * $clk_io_pct] -clock clk0 $non_clock_inputs
set_output_delay [expr $clk_period * $clk_io_pct] -clock clk0 [all_outputs]

===== ./design.v =====
module rs232 (
    input wire clk,            
    input wire reset,          
    input wire [7:0] switches,  
    input wire rx,             
    output wire tx,            
    output reg [7:0] leds      
);
    wire ready, valid;
    wire [7:0] received_data;
    uart_tx transmitter (
        .clk(clk),
        .reset(reset),
        .send(ready),           
        .data_in(switches),     
        .tx(tx),
        .ready(ready)
    );
    uart_rx receiver (
        .clk(clk),
        .reset(reset),
        .rx(rx),
        .data_out(received_data),
        .valid(valid)
    );
    always @(posedge clk or posedge reset) begin
        if (reset) begin
            leds <= 8'b0;
        end else if (valid) begin
            leds <= received_data;
        end
    end
endmodule
module uart_rx (
    input wire clk,          
    input wire reset,        
    input wire rx,           
    output reg [7:0] data_out,  
    output reg valid         
);
    parameter BAUD_RATE = 9600;
    parameter CLK_FREQ = 50000000;  
    parameter BIT_PERIOD = CLK_FREQ / BAUD_RATE;
    parameter SAMPLE_POINT = BIT_PERIOD / 2;
    reg [3:0] bit_count;      
    reg [15:0] clk_counter;   
    reg [7:0] shift_reg;      
    reg busy;                 
    always @(posedge clk or posedge reset) begin
        if (reset) begin
            valid <= 0;
            busy <= 0;
            bit_count <= 0;
            clk_counter <= 0;
            shift_reg <= 0;
        end else begin
            if (!busy) begin
                if (rx == 0) begin  
                    busy <= 1;
                    clk_counter <= 0;
                    bit_count <= 0;
                    valid <= 0;
                end
            end else begin
                if (clk_counter == SAMPLE_POINT) begin
                    clk_counter <= 0;
                    if (bit_count < 8) begin
                        shift_reg[bit_count] <= rx;  
                        bit_count <= bit_count + 1;
                    end else begin
                        data_out <= shift_reg;       
                        valid <= 1;                 
                        busy <= 0;                  
                    end
                end else begin
                    clk_counter <= clk_counter + 1;
                end
            end
        end
    end
endmodule
module uart_tx (
    input wire clk,            
    input wire reset,          
    input wire send,           
    input wire [7:0] data_in,  
    output reg tx,             
    output reg ready           
);
    parameter BAUD_RATE = 9600;
    parameter CLK_FREQ = 50000000;  
    parameter BIT_PERIOD = CLK_FREQ / BAUD_RATE;
    reg [3:0] bit_count;       
    reg [15:0] clk_counter;    
    reg [9:0] shift_reg;       
    reg busy;                  
    always @(posedge clk or posedge reset) begin
        if (reset) begin
            tx <= 1;           
            ready <= 1;        
            bit_count <= 0;
            clk_counter <= 0;
            shift_reg <= 10'b1111111111;  
            busy <= 0;
        end else begin
            if (!busy) begin
                if (send) begin
                    shift_reg <= {1'b1, data_in, 1'b0};  
                    ready <= 0;
                    busy <= 1;
                    bit_count <= 0;
                    clk_counter <= 0;
                end
            end else begin
                if (clk_counter == BIT_PERIOD - 1) begin
                    clk_counter <= 0;
                    tx <= shift_reg[0];          
                    shift_reg <= shift_reg >> 1; 
                    bit_count <= bit_count + 1;
                    if (bit_count == 9) begin
                        busy <= 0;              
                        ready <= 1;
                    end
                end else begin
                    clk_counter <= clk_counter + 1;
                end
            end
        end
    end
endmodule

===== ./run.sh =====
#!/bin/bash
# OpenROAD 26Q1-2900-gdf79404cd8, Yosys 0.63+post, stock flow scripts
make -C /OpenROAD-flow-scripts/flow DESIGN_CONFIG=/design/flow/config.mk WORK_HOME=/design/flow/orfs finish

==> flow_metrics.env <==
# flow metrics
export IMPL_status="finished, final reports clean"
export IMPL_gr_total_overflow=0
export IMPL_drv_cap=0
export IMPL_p_int_mw=1.12
export IMPL_r2r_cells=6
export IMPL_layout_top_cell="dfrtp_1"
export IMPL_fin_crit_sh_pct=56.7
export IMPL_clock_root_buffer="clkbuf_8"
export IMPL_ys_sh_adder_pct=2.74
export IMPL_min_to="receiver.data_out[4]"
export IMPL_fin_area_um2=4570
export IMPL_die_w_um=103
export IMPL_log_warning_count=30
export IMPL_rows=36
export IMPL_layout_drive_gt1_share_pct=14.1
export IMPL_place_area_um2=4380
export IMPL_route_met2_wl_mm=3.63
export IMPL_grt_max_degree=59
export IMPL_setup_viol=0
export IMPL_hpwl_mm=5.36
export IMPL_grt_first_pass_wirelength_mm=14.3
export IMPL_crit_path_end_kind="register"
export IMPL_slew_headroom_pct=44.1
export IMPL_postRouteAntennaNets=0
export IMPL_whs_path_depth=0
export IMPL_die_area_um2=10700
export IMPL_drc=0
export IMPL_hold_path_class="register to register"
export IMPL_cts_sinks=79
export IMPL_cts_buffers=9
export IMPL_clock_fmax_mhz=392
export IMPL_seqPwrFrac_pct=54.5
export IMPL_port_buffers=19
export IMPL_final_cell_mix="dfrtp_1 (59), nand2_1 (38), a31oi_1 (29), o21ai_0 (23), inv_1 (21)"
export IMPL_swShare_pct=28.7
export IMPL_r2r_end="receiver.shift_reg[4]"
export IMPL_n_antenna_cell=0
export IMPL_top_logic_kind="simple AND/OR/NAND/NOR gates"
export IMPL_p_leak_nw=1.71
export IMPL_syn_area_um2=4110
export IMPL_mux_area_share_pct=3.47
export IMPL_ctsLongestPathBuffers=2
export IMPL_clkLatencyLatePin_ps=350
export IMPL_p_comb_share_pct=12.5
export IMPL_simple_gate_share_pct=19.6
export IMPL_power_share_clock_pct=33.0
export IMPL_ys_area_um2=4110
export IMPL_ys_seq_share_pct=49.5
export IMPL_aoi_share_pct=18.8
export IMPL_antenna_found_initial=0
export IMPL_via_count=3158
export IMPL_r2r_start="receiver.clk_counter[0]"
export IMPL_critPathArrivalTime_ps=2790
export IMPL_ir_drop_uv=167
export IMPL_fp_util_pct=41.6
export IMPL_final_setup_skew_ps=7.99
export IMPL_synth_edff_count=8
export IMPL_grt_use_total_pct=17.4
export IMPL_pin_count=20
export IMPL_cts_setup_buffers=0
export IMPL_drt_vias_per_instance=5.64
export IMPL_cts_max_level=3
export IMPL_reg2reg_slack_ps=1950
export IMPL_crit_path_start_kind="register"
export IMPL_min_period_ps=2550
export IMPL_grt_pass1_vias=2932
export IMPL_syn_inst=414
export IMPL_top_layer_used="met4"
export IMPL_tightest_slew_ps=836
export IMPL_wl_per_cell_um=14.7
export IMPL_cts_tree="built"
export IMPL_worstPathMaxFanout=15
export IMPL_final_fill_count=897
export IMPL_yosys_warnings=3
export IMPL_routed_wl_mm=8.21
export IMPL_gp_congestion=0.886
export IMPL_critical_path_class="register to register"
export IMPL_drt_iter0_markers=161
export IMPL_ys_cells=414
export IMPL_required_ps=4740
export IMPL_synthArstFlopShare_pct=89.9
export IMPL_first_pass_iters=4
export IMPL_clk_pin_slew_ps=80
export IMPL_ctsResizeCount=0
export IMPL_synth_distinct_cells=58
export IMPL_ys_flop_type="dfrtp_1"
export IMPL_area_growth_pct=11.3
export IMPL_xor_share_pct=0.853
export IMPL_ys_flops=79
export IMPL_rsz0062_at_grt="no"
export IMPL_fin_total_pwr_mw=1.57
export IMPL_syn_avg_cell_area_um2=9.92
export IMPL_hold_buffers=0
export IMPL_power_net_switching_mw=0.452
export IMPL_dr_wl_met3_um=334
export IMPL_wl_met1_mm=4.14
export IMPL_dieHeight_um=103
export IMPL_slew_violations=0
export IMPL_hp_start="receiver.shift_reg[4]"
export IMPL_core_area_um2=9860
export IMPL_powerDensity_nw_per_um2=344
export IMPL_fin_tns_setup_ps=0
export IMPL_hold_viol=0
[power by group through the flow]
stage     Clock [mW]  Combinational (mW)  Sequential [mW]
4_1_cts        0.542               0.198            0.855
5_1_grt        0.570               0.223            0.868
6_report       0.520               0.197            0.857
[metal layers]
layer  vias to the layer above  GRT usage [%]
li1                       1563              -
met1                      1516           26.9
met2                        67           27.1
met3                        12           3.48
met4                         0           2.28
met5                         -              0
[cell type report]
| cell class | instances | area [um^2] | area share [%] |
|---|---|---|---|
| clock buffers | 9 | 124 | 2.71 |
| inverters | 22 | 82.6 | 1.81 |
| repair buffers | 24 | 228 | 4.98 |
| multi-input cells | 286 | 1870 | 40.9 |
| clock inverters | 7 | 71.3 | 1.56 |
| flip-flops and latches | 79 | 2030 | 44.4 |
| well taps | 133 | 166 | 3.64 |
[worst max-delay path by stage]
stage,start,end,cells after the start
global route,receiver.clk_counter[1],receiver.clk_counter[15],7
CTS,receiver.clk_counter[0],receiver.shift_reg[0],6
finish,receiver.clk_counter[0],receiver.shift_reg[4],6
[Yosys cell counts, types with 4 or more instances]
cell type | number | share of area, %
dfrtp_1 | 59 | 36
nand2_1 | 38 | 3.5
a31oi_1 | 29 | 4.4
o21ai_0 | 23 | 2.8
clkbuf_1 | 22 | 2.0
inv_1 | 22 | 2.0
nand3_1 | 17 | 2.1
a21oi_1 | 12 | 1.5
dfstp_2 | 12 | 7.7
nor3_1 | 12 | 1.5
nor2_1 | 11 | 1.0
mux2_2 | 10 | 2.7
nand4_1 | 10 | 1.5
ha_1 | 9 | 2.7
nor2b_1 | 9 | 1.4
or3_1 | 9 | 1.4
edfxtp_1 | 8 | 5.8
nor4_1 | 7 | 1.1
or2_2 | 7 | 1.1
a211oi_1 | 6 | 1.1
o211ai_1 | 6 | 1.1
nand2b_1 | 5 | 0.76
o41ai_1 | 5 | 1.1
or4_1 | 5 | 0.91
o21bai_1 | 4 | 0.73
[through the flow]
stage               hold WS (ps)  setup slack (ps)  utilization (%)  std cells
finish                       462              1950             46.4        560
global route                 472              1830             46.4        560
CTS                          463              1960             46.4        560
detailed placement           439              1980             44.4        544
global placement             436              2010             44.4        544
floorplan                    421              1640                -        414
[cells by family after synthesis]
kind of cell	after synthesis
xor+xnor	4
compound gates	114
flops	79
buf+inv	49
simple gates	146
fa+ha+maj	9
mux	13
[critical path, stage by stage, from the launching register on]
cell and delay, ps:
dfrtp_1 450, inv_1 80, ha_1 130, or4b_1 490, or4_4 680, nor3_1 250
mux2_2 360
