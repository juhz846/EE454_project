==> /design/flow/design.v <==
module uart (
    input wire clk,            
    input wire reset,          
    input wire [7:0] switches,  
    input wire rx,             
    output wire tx,            
    output reg [7:0] leds      
);
    wire ready, valid;
    wire [7:0] received_data;
    uart_tx transmitter (
        .clk(clk),
        .reset(reset),
        .send(ready),           
        .data_in(switches),     
        .tx(tx),
        .ready(ready)
    );
    uart_rx receiver (
        .clk(clk),
        .reset(reset),
        .rx(rx),
        .data_out(received_data),
        .valid(valid)
    );
    always @(posedge clk or posedge reset) begin
        if (reset) begin
            leds <= 8'b0;
        end else if (valid) begin
            leds <= received_data;
        end
    end
endmodule
module uart_rx (
    input wire clk,          
    input wire reset,        
    input wire rx,           
    output reg [7:0] data_out,  
    output reg valid         
);
    parameter BAUD_RATE = 9600;
    parameter CLK_FREQ = 50000000;  
    parameter BIT_PERIOD = CLK_FREQ / BAUD_RATE;
    parameter SAMPLE_POINT = BIT_PERIOD / 2;
    reg [3:0] bit_count;      
    reg [15:0] clk_counter;   
    reg [7:0] shift_reg;      
    reg busy;                 
    always @(posedge clk or posedge reset) begin
        if (reset) begin
            valid <= 0;
            busy <= 0;
            bit_count <= 0;
            clk_counter <= 0;
            shift_reg <= 0;
        end else begin
            if (!busy) begin
                if (rx == 0) begin  
                    busy <= 1;
                    clk_counter <= 0;
                    bit_count <= 0;
                    valid <= 0;
                end
            end else begin
                if (clk_counter == SAMPLE_POINT) begin
                    clk_counter <= 0;
                    if (bit_count < 8) begin
                        shift_reg[bit_count] <= rx;  
                        bit_count <= bit_count + 1;
                    end else begin
                        data_out <= shift_reg;       
                        valid <= 1;                 
                        busy <= 0;                  
                    end
                end else begin
                    clk_counter <= clk_counter + 1;
                end
            end
        end
    end
endmodule
module uart_tx (
    input wire clk,            
    input wire reset,          
    input wire send,           
    input wire [7:0] data_in,  
    output reg tx,             
    output reg ready           
);
    parameter BAUD_RATE = 9600;
    parameter CLK_FREQ = 50000000;  
    parameter BIT_PERIOD = CLK_FREQ / BAUD_RATE;
    reg [3:0] bit_count;       
    reg [15:0] clk_counter;    
    reg [9:0] shift_reg;       
    reg busy;                  
    always @(posedge clk or posedge reset) begin
        if (reset) begin
            tx <= 1;           
            ready <= 1;        
            bit_count <= 0;
            clk_counter <= 0;
            shift_reg <= 10'b1111111111;  
            busy <= 0;
        end else begin
            if (!busy) begin
                if (send) begin
                    shift_reg <= {1'b1, data_in, 1'b0};  
                    ready <= 0;
                    busy <= 1;
                    bit_count <= 0;
                    clk_counter <= 0;
                end
            end else begin
                if (clk_counter == BIT_PERIOD - 1) begin
                    clk_counter <= 0;
                    tx <= shift_reg[0];          
                    shift_reg <= shift_reg >> 1; 
                    bit_count <= bit_count + 1;
                    if (bit_count == 9) begin
                        busy <= 0;              
                        ready <= 1;
                    end
                end else begin
                    clk_counter <= clk_counter + 1;
                end
            end
        end
    end
endmodule
==> /design/flow/run.sh <==
#!/bin/bash
# OpenROAD 26Q1-2900-gdf79404cd8, Yosys 0.63+post, stock flow scripts
make -C /OpenROAD-flow-scripts/flow DESIGN_CONFIG=/design/flow/config.mk WORK_HOME=/design/flow/orfs finish
==> /design/flow/config.mk <==
export PLATFORM = sky130hd
export DESIGN_NAME = uart
export DESIGN_NICKNAME = uart
export VERILOG_FILES = /design/flow/design.v
export SDC_FILE = /design/flow/constraint.sdc
export NUM_CORES = 4
export LEC_CHECK = 1
export CORE_UTILIZATION = 50
==> /design/flow/constraint.sdc <==
current_design uart

set clk_period 3.6
set clk_io_pct 0.2

create_clock -name clk0 -period $clk_period [get_ports {clk}]

set non_clock_inputs [all_inputs -no_clocks]
set_input_delay [expr $clk_period * $clk_io_pct] -clock clk0 $non_clock_inputs
set_output_delay [expr $clk_period * $clk_io_pct] -clock clk0 [all_outputs]
==> summary.txt <==
Implementation progress

The number of cell instances after yosys synthesis stands at 414. The count of flip-flops with a built-in enable after synthesis stands at 8. For this run, the number of Yosys warnings is 3. At the placement stage, the worst setup path has a slack of 1.07 ns. The number of primary I/O pins stands at 20. The post-synth area from yosys stat stands at 4110 sq um. The area share of the largest cell type after synthesis stands at 35.9%. After layout, the setup clock skew is reported as 0.00769 ns. The horizontal die dimension stands at 92.6 um. The number of maximum-capacitance violations recorded for the run is 0. The total number of warnings across the stage logs stands at 30. The wire length recorded after detailed routing is 8340 um.

The largest voltage drop on the vdd net stands at 299 uV. By count the netlist is led by 59 x sky130_fd_sc_hd__dfrtp_1, 38 x sky130_fd_sc_hd__nand2_1, 29 x sky130_fd_sc_hd__a31oi_1. The H-tree generated during clock tree synthesis spans 3 levels.

The cell area that synthesis handed to floorplanning was 4110 sq um. Yosys mapped the design onto 58 distinct sky130hd cell types. Sorting the Yosys area breakdown by cell type puts at the top sky130_fd_sc_hd__dfrtp_1. The total of cells resized after clock tree synthesis stands at 0. The root buffer cell chosen for the clock tree is sky130_fd_sc_hd__clkbuf_8.

The total die area stands at 8580 sq um. After routing the design area is 4590 sq um. The worst hold path belongs to the class register to register. By startpoint and endpoint, the worst setup path is classified as register to register. In the final timing run, aggregate negative setup slack is 0 ns. STA classifies the critical path startpoint as a register. The portion of the post-synthesis area used by sequential elements stands at 49.5%. For the worst-skew pair, the clock arrives at the later sink with an insertion delay of 0.34 ns.

The signed area change from the synthesized netlist to the final layout stands at 11.7%. The clock-pin transition on the worst setup and hold timing paths stands at 0.08 ns. Counting flops and latches in the post-synthesis netlist gives 79. For flop-to-flop paths, the worst setup slack is 1.05 ns.

The repair_antennas step left the layout with diodes totalling 0. The post-CTS hold buffer count recorded in the log is 0. STA classifies the critical path endpoint as a register. The total cell area at the placement stage stands at 4370 sq um.

The floorplan utilization stands at 52.3%. The power density of the placed cells stands at 443 nW/um^2. The global placement routability congestion stands at 0.871. The core region is 7850 sq um. The clock tree has to reach 79 sinks. Among all flip-flop cells after synthesis, the most frequent one is sky130_fd_sc_hd__dfrtp_1.

In this run, the number of DRC markers left after iteration 0 of detailed routing was 120. Summed over all layers, the global routing overflow is 0. Max-slew check failures listed in the final report amount to 0. The flow ran to the end, and the final reports show no timing, DRC or antenna violations. Per the detail_route report, routed wire per instance is 15.7 um. For reference, the top cells by area after synthesis are sky130_fd_sc_hd__dfrtp_1 36%, sky130_fd_sc_hd__dfstp_2 7.7%, sky130_fd_sc_hd__edfxtp_1 5.8%. The number of global-route vias before repair was 2977. Per the placement log, port buffering inserted 19 buffers. The die is 92.6 um tall.

Setup slack on the critical path of the routed design comes to 1.05 ns. The required arrival time at the worst endpoint stands at 3.83 ns. The total power consumption of the routed design stands at 2.03 mW. The post-synthesis cell count stands at 414. Timing would allow up to 392 MHz. The pin count of the biggest net entering global routing stands at 61. The slew at the pin closest to its max-slew limit stands at 0.726 ns. The routed via count divided by cell count stands at 5.93. The data arrival time reported for the critical path is 2.78 ns. The synthesis report gives the async set-or-reset register share as 89.9%.

The critical-path maximum fanout stands at 15. The total routing resource utilization after global routing stands at 21.5%. Of the cells placed in the final design, the portion with a size suffix greater than 1 is 14.7%.

The count of endpoints failing setup in the final report stands at 0. The number of antenna violations at the first check in global routing came to 0. The number of setup buffers added after CTS is 0. Summed over all cells, the static leakage comes to 1.73 nW. The via total after detailed routing stands at 3147.

The number of iterations in the first detailed-routing pass stands at 4. For reference, the placement row count at floorplan is 32. After layout, the minimum clock period comes to 2.55 ns. The average instance in the mapped netlist occupies 9.92 sq um. Looking at the gate-level netlist, the highest instance count belongs to sky130_fd_sc_hd__dfrtp_1. The headroom to the max-slew limit stands at 51.0%. Per the TritonCTS log, the buffer count is 9. Setup repair after global routing left no endpoint under its margin. The first global-routing pass estimated 14300 um of wire. The maximum buffer depth of the clock tree stands at 2. OpenROAD reports that the post-layout worst path occupies 70.8% of the period. Counting endpoints that fail hold in the final report gives 0.

The most critical hold endpoint after final layout shows a slack of 0.457 ns. The antenna violation net count after detailed routing stands at 0. TritonCTS built the clock tree.

The routed layout reports a DRC error count of 0. Detailed placement ended at an HPWL of 5410 um.
## placed cells by master, fill, tap and decap left out, types with 11 or more instances in the layout
| cell type | n |
|---|---|
| sky130_fd_sc_hd__inv_1 | 21 |
| sky130_fd_sc_hd__o21ai_0 | 23 |
| sky130_fd_sc_hd__nor3_1 | 12 |
| sky130_fd_sc_hd__nor2_1 | 11 |
| sky130_fd_sc_hd__dfrtp_1 | 59 |
| sky130_fd_sc_hd__a21oi_1 | 12 |
| sky130_fd_sc_hd__nand3_1 | 17 |
| sky130_fd_sc_hd__clkdlybuf4s50_1 | 19 |
| sky130_fd_sc_hd__dfstp_2 | 12 |
| sky130_fd_sc_hd__a31oi_1 | 29 |
| sky130_fd_sc_hd__nand2_1 | 38 |
## power breakdown
| group | total, mW | switching, mW | leakage, nW | internal (mW) |
|---|---|---|---|---|
| clock network | 0.719 | 0.328 | 0.105 | 0.391 |
| registers | 1.07 | 0.0988 | 0.919 | 0.967 |
| logic | 0.249 | 0.132 | 0.710 | 0.117 |
| total | 2.03 | 0.559 | 1.73 | 1.48 |
## metal layers
metal,vias up,GRT usage (%),share of wire (%)
met2,42,32.0,45
met5,-,0,0
met3,6,2.09,2.7
met1,1536,37.1,51
met4,0,3.08,0.84
li1,1563,-,-
## cell families after synthesis
group	share of synthesized area, %
and+or+nand+nor	19.6
buffers and inverters	5.03
adders and majority gates	2.74
DFF	49.5
AOI/OAI and AO/OA	18.8
xor gates and xnor gates	0.853
muxes	3.47
## area by class of cell
| class | count | area (sq um) |
|---|---|---|
| clock buffer | 9 | 124 |
| tap | 102 | 128 |
| inverter | 22 | 82.6 |
| clock inverter | 7 | 97.6 |
| timing repair buffer | 26 | 255 |
| fill | 655 | 3260 |
| sequential | 79 | 2030 |
| multi-input combinational | 286 | 1870 |
## critical path, stage by stage (launching register included)
cell                      delay, ns
sky130_fd_sc_hd__dfrtp_1       0.42
sky130_fd_sc_hd__inv_1         0.10
sky130_fd_sc_hd__ha_1          0.13
sky130_fd_sc_hd__or4b_1        0.49
sky130_fd_sc_hd__or4_4         0.68
sky130_fd_sc_hd__nor4_2        0.25
sky130_fd_sc_hd__mux2_2        0.36
## final timing paths
| kind | cells after the start | to | startpoint |
|---|---|---|---|
| max | 6 | receiver.shift_reg[0] | receiver.clk_counter[1] |
| min | 0 | receiver.data_out[4] | receiver.shift_reg[4] |
| max reg2reg | 6 | receiver.shift_reg[0] | receiver.clk_counter[1] |
| min reg2reg | 0 | receiver.data_out[4] | receiver.shift_reg[4] |
| max in group asynchronous | 3 | transmitter.ready | reset |
| min in group asynchronous | 2 | receiver.bit_count[0] | reset |
## stage by stage
stage,std cells,util [%]
after floorplan,414,-
after global placement,515,55.6
after detailed placement,515,55.6
after CTS,531,58.5
after global routing,531,58.5
final,531,58.5
Power is estimated from default activity; no workload was simulated.
